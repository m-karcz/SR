### flow/config.mk
export PLATFORM = sky130hd
export DESIGN_NAME = receiver
export DESIGN_NICKNAME = receiver
export VERILOG_FILES = /design/flow/design.v
export SDC_FILE = /design/flow/constraint.sdc
export NUM_CORES = 4
export LEC_CHECK = 1
export CORE_AREA = 10 10 105 105
export DIE_AREA = 0 0 115 115
### flow/constraint.sdc
current_design receiver

set clk_period 2.8
set clk_io_pct 0.2

create_clock -name clk0 -period $clk_period [get_ports {clk}]

set non_clock_inputs [all_inputs -no_clocks]
set_input_delay [expr $clk_period * $clk_io_pct] -clock clk0 $non_clock_inputs
set_output_delay [expr $clk_period * $clk_io_pct] -clock clk0 [all_outputs]
### flow/design.v
`timescale 1ns / 1ps
module receiver(
  input clk,
  input rst,
  input txd,
  output [7:0]data,
  output received
);
  localparam WAIT_FOR_RECEIVE=2'd0;
  localparam GET_DATA=2'd2;
  localparam END_GETTING=2'd3;
  reg [1:0]state=WAIT_FOR_RECEIVE;
  reg [7:0]data2receive=8'h00;
  reg [7:0]data2show=8'h00;
  reg rec=1'd0;
  reg [2:0]index=3'd0;
  assign data = data2show;
  assign received = rec;
  always @(posedge clk)
  begin
  if(rst)
    state<=WAIT_FOR_RECEIVE;
  else
    begin
      case(state)
      WAIT_FOR_RECEIVE:
      begin
        if(txd==1'b1)
        begin
          index<=3'd0;
          state<=GET_DATA;
        end
      end
      GET_DATA:
      begin
        data2receive[index]<=txd;
        if(index==3'd7)
        begin
          rec<=1'b1;
          state<=END_GETTING;
          data2show<=data2receive;
        end
        else
          index<=index+1;
      end
      END_GETTING:
      begin
        rec<=1'b0;
        state<=WAIT_FOR_RECEIVE;
      end
      endcase
    end
  end
endmodule
### flow/run.sh
#!/bin/bash
# OpenROAD 26Q1-2900-gdf79404cd8, Yosys 0.63+post, stock flow scripts
make -C /OpenROAD-flow-scripts/flow DESIGN_CONFIG=/design/flow/config.mk WORK_HOME=/design/flow/orfs finish
==> flow_summary.yaml <==
# physical design summary
detailed_routing:
  wl_met2_um: 659
  drt_first_pass_iters: 2
  ant_nets: 0
  drc: 0
  avgRoutedWirePerCell_um: 9.14
  num_vias: 551
  highest_layer: "met3"
  drt-initial-drc-count: 37
  met1_length_um: 993
  num_antenna_cells: 0
  via_per_inst: 2.90
  route.met3.wl_um: 84
  drt-total-wl_um: 1740
die:
  coreArea_mm2: 0.00876
  fp_util_pct: 10.9
  pin_count: 12
  die_h_um: 115
  die_area_mm2: 0.0132
  die_width_um: 115
  rows: 34
pwr:
  powerDensity_mw_per_mm2: 577
  power_leakage_nw: 0.400
  ir_drop_v: 0.000195
grt:
  grt_pass1_wl_um: 2710
  grt_pass1_vias: 565
  grt-ovfl-total: 0
  antenna_found_initial: 0
  grt_max_degree: 14
  track_usage_pct: 2.56
setup_path:
  critPathRequiredTime_ns: 2.82
  critPathMaxFanout: 10
  crit_arrival_ns: 2.05
  critPathCaptureType: "flop"
  start_kind: "flop"
  critPathKind: "flop to flop"
sta:
  skew_ns: 0.00147
  period_used_pct: 72.5
  rsz0062_at_grt: "no"
  finalMaxSlewViolations: 0
  tightestPinTransition_ns: 0.450
  tns_ns: 0
  finalSetupViolations: 0
  max-slew-margin-rel_pct: 69.8
  fmax_ghz: 0.493
  fin_crit_ns: 2.03
  hold_viol: 0
yosys:
  ys_warn_count: 1
  synth_area_um2: 953
  edf_count: 20
  yosys_area_um2: 953
  async_reset_ff_share_pct: 0
  yosysMostFrequentCell: "edfxtp_1"
  synth_cell_type_count: 22
  synthCells: 67
  synthTopCellsByCount: "edfxtp_1 (20), nand2_1 (6), nor2_1 (6)"
  postSynthAreaPerCell_um2: 14.2
  area_leaders: "edfxtp_1 (63%), ha_1 (5.2%), mux2_1 (4.7%)"
  top_area_share_pct: 63.0
  ys_seq_share_pct: 67.2
  ff_type: "edfxtp_1"
  yosys_cells: 67
  synth_flop_count: 22
  largest_area_cell: "edfxtp_1"
cts:
  clockRootBuffer: "clkbuf_8"
  cts_resized: 0
  clockBufferDepth: 2
  numCtsBuffers: 3
  insertion_delay_ns: 0.26
  cts.sinks: 22
  clk_pin_slew_ns: 0.08
  cts_max_level: 1
  ctsHoldBuffers: 0
  cts_setup_buffers: 0
  cts_tree: "yes"
placement:
  port_buffers: 11
  gp_congestion: 0.748
  dp_hpwl_um: 1330
  dp.cells: 186
job:
  tool_warnings: 27
  drv_cap: 0
finish:
  instances_no_fill: 190
  areaGrowthSynthToFinish_pct: 33.6
  drive_gt1_share_pct: 7.32
outcome:
  status: "finished, final reports clean"
hold_path:
  hold_path.class: "flop to flop"
final timing paths:
kind / startpoint / end / slack (ns) / cells after the start
worst max-delay path: index[0]$_SDFFCE_PN0P_ / data2receive[4]$_DFFE_PP_ / 0.77 / 5
worst min register to register: data2receive[4]$_DFFE_PP_ / data2show[4]$_DFFE_PP_ / 0.45 / 0
worst max register to register: index[0]$_SDFFCE_PN0P_ / data2receive[4]$_DFFE_PP_ / 0.77 / 5
worst min-delay path: data2receive[4]$_DFFE_PP_ / data2show[4]$_DFFE_PP_ / 0.45 / 0
placed cells by master, fill, tap and decap left out:
cell type	instances
inv_1	2
a21oi_1	1
and2_1	4
xor2_1	1
o2bb2ai_1	4
nor4b_2	1
nor4b_1	1
nor3_1	1
clkbuf_8	3
ha_1	4
nor2_1	6
nor3b_1	1
nand3b_1	1
mux2_1	4
nand2_1	6
nand3_1	2
buf_4	1
nor2b_1	1
dfxtp_1	2
xnor2_1	1
nand2b_1	2
bufinv_16	1
edfxtp_1	20
nor4_1	1
clkdlybuf4s50_1	11
power breakdown:
| group | switching [mW] | internal (mW) |
|---|---|---|
| sequential | 0.00941 | 0.371 |
| combinational | 0.0316 | 0.0265 |
| clock | 0.105 | 0.191 |
| total | 0.146 | 0.589 |
sequential cells by signal, indices dropped and copies added, names as in the netlist:
signal,cells
state,2
rec,1
data2receive,8
data2show,8
index,3
stage by stage:
stage	hold WS (ns)	setup WS [ns]	total power, mW	utilization, %	cell area, µm²
global route	0.471	0.628	0.763	14.5	1270
detailed placement	0.435	0.703	0.446	13.7	1200
CTS	0.454	0.742	0.739	14.5	1270
finish	0.455	0.770	0.735	14.5	1270
global placement	0.434	0.723	0.445	13.7	1200
floorplan	0.419	0.832	0.428	-	953
logic make-up after synthesis:
| group | after synthesis | synth area share, % |
|---|---|---|
| simple gates | 27 | 15.6 |
| buf+inv | 3 | 1.18 |
| compound gates | 5 | 4.20 |
| mux | 4 | 4.72 |
| xor+xnor | 2 | 1.84 |
| fa+ha+maj | 4 | 5.25 |
| flops | 22 | 67.2 |
final cells by class:
type | count | area [µm²]
inverter | 2 | 7.51
clock inverter | 1 | 30.0
multi-input combinational | 42 | 302
tap | 108 | 135
fill | 970 | 7490
sequential | 22 | 641
clock buffer | 3 | 41.3
timing repair buffer | 12 | 118
critical path, cell delays in order, from the launching register on:
cell	delay (ns)
edfxtp_1	0.54
inv_1	0.09
ha_1	0.25
xor2_1	0.21
nor4_1	0.35
mux2_1	0.35
routing by layer:
layer / vias to the layer above / global-route usage (%)
li1: 276 / -
met3: 0 / 0.897
met2: 14 / 3.49
met4: 0 / 0.248
met5: - / 0
met1: 261 / 3.94
No activity file was given, so power comes from the tool's default toggle rates.

**/design/flow/design.v**
```verilog
`timescale 1ns / 1ps
module d_flip_flop #
    (
        parameter N = 8
    )
    (
        input clk,
        input [N-1:0]d,
        output [N-1:0]q
    );
    reg [N-1:0]data;
    always@(posedge clk)
    begin
        data <= d;    
    end
    assign q = data;
endmodule
`timescale 1ns / 1ps
module delay_line #
    (
        parameter N=8,
        parameter DELAY=3
    )
    (
        input clk,
        input [N-1:0]idata,
        output [N-1:0]odata
    );
    wire [N-1:0]chain[DELAY:0];
    assign chain[0]=idata;
    genvar i;
    generate
        for(i=0; i<DELAY; i=i+1)
        begin
        d_flip_flop #(.N(N)) d_i
        (
            .clk(clk),
            .d(chain[i]),
            .q(chain[i+1])
        );
        end
    endgenerate
    assign odata=chain[DELAY];
endmodule
```
**/design/flow/run.sh**
```bash
#!/bin/bash
# OpenROAD 26Q1-2900-gdf79404cd8, Yosys 0.63+post, stock flow scripts
make -C /OpenROAD-flow-scripts/flow DESIGN_CONFIG=/design/flow/config.mk WORK_HOME=/design/flow/orfs finish
```
**/design/flow/config.mk**
```make
export PLATFORM = sky130hd
export DESIGN_NAME = delay_line
export DESIGN_NICKNAME = delay_line
export VERILOG_FILES = /design/flow/design.v
export SDC_FILE = /design/flow/constraint.sdc
export NUM_CORES = 4
export LEC_CHECK = 1
export CORE_AREA = 10 10 71 71
export DIE_AREA = 0 0 81 81
```
**/design/flow/constraint.sdc**
```tcl
current_design delay_line

set clk_period 1.0
set clk_io_pct 0.2

create_clock -name clk0 -period $clk_period [get_ports {clk}]

set non_clock_inputs [all_inputs -no_clocks]
set_input_delay [expr $clk_period * $clk_io_pct] -clock clk0 $non_clock_inputs
set_output_delay [expr $clk_period * $clk_io_pct] -clock clk0 [all_outputs]
```
==> metrics.cfg <==
[routing]
wl_um=650
route.detailed.drc=0
ant_nets=0
first_iter_violations=13
routedWlPerCell_um=7.065
vias_per_cell=2.217
dr.pass1.iters=2
vias=204
antenna_cells_inserted=0

[floorplan]
num_rows=22
fp.dieW_um=81
fp_util_pct=13.22
die_area_um2=6561
ios=17
dieHeight_um=81
core_um2=3633

[final_timing]
drv_slew=0
finalSetupViolations=0
finClkSkew_ns=0.003239
worst_slack_ns=0.06618
slew_headroom_pct=94.82
max_freq_ghz=1.071
fin_crit_ns=0.9338
rsz0062_at_grt=no
finalHoldViolCount=0
finalCritPeriodShare_pct=93.38
worst_pin_slew_ns=0.07764
setup_tns_ns=0

[worst_setup_path]
worstPathCellList=clkdlybuf4s15_1
slowest_stage=dfxtp_1
ff2ff_setup_slack_ns=0.60
r2r_end=genblk1[1].d_i.data[0]
startpoint=genblk1[2].d_i.data[6]
cp.arrival_ns=0.73
startpoint_type=flop
critical_path_buf_inv_count=1
setup.worst_path.end_class=output port
r2r-start=genblk1[0].d_i.data[0]
cp_top_family=flip-flops
crit_fanout=1
critical-path-max-stage-delay_ns=0.31
worst-r2r-cell-count=0
cp.required_ns=0.80
criticalPathCategory=reg -> out

[yosys]
topCellsByArea=dfxtp_1
syn_avg_cell_area_um2=20.02
synthAdderAreaFrac_pct=0
post-synth-top-count-cell=dfxtp_1
syn-instance-count=24
syn-cell-area_um2=480.5
yosysWarningCount=2
numSynthFlops=24
common_cells=dfxtp_1
top_area_cell=dfxtp_1
ys_cells=24
ys_async_sr_fraction_pct=0
ys_area_um2=480.5
ff_type=dfxtp_1
ys_sh_aoi_pct=0
ys_seq_share_pct=100.0
yosysUniqueCellTypes=1
muxShareOfSynthArea_pct=0
yosys.area_share.simple_pct=0
top_area_share_pct=100.0
xor_area_share_pct=0
edf_count=0

[hold_path]
hold_start=genblk1[1].d_i.data[0]
min_path_type=reg -> reg
worst_hold_path.endpoint=genblk1[2].d_i.data[0]
holdPathStages=0

[layout]
largest_reg_flops=24
areaGrowthSynthToFinish_pct=61.20
logic_area_um2=0
final_core_util_pct=21.32
largest_register=genblk1.d_i.data
comb_cells=0
nFillCells=391
top_regs=genblk1.d_i.data (24)
regArea_um2=483.0
drive_above_1_share_pct=13.64

[clocking]
cts_buffer_depth=2
tritoncts=built
root_buffer=clkbuf_8
post-cts-setup-buffers=0
ctsHtreeMaxLevel=1
clk_latency_ns=0.26
cts_sinks=24
cts.clk_slew.worst_paths_ns=0.08
cts_buffers=3

[placed_design]
io_buffers=16
place_ws_ns=0.04512
place.gp.congestion=0.6018

[grt]
overflow=0
grt_pass1_wl_um=931
antenna_found_initial=0
first_global_vias=213
grt_max_degree=15
grt_usage_pct=1.784

[pwr]
irDropWorstVdd_mv=0.4516
p_per_area_nw_per_um2=2416
total_power_mw=1.871
power_leakage_nw=0.3060

[job]
warnings=25
drv_cap=0

[outcome]
status=complete, no violations

[worst max path at each step]
stage	endpoint	slack, ns	depth (start not counted)
4_1_cts	odata[5]	0.001	1
5_1_grt	odata[7]	0.007	1
6_report	odata[6]	0.07	1
[power by group]
group | switching [mW] | leakage (nW) | internal, mW
Combinational | 0.00551 | 0.0677 | 0.0457
Sequential | 0.00954 | 0.203 | 1.01
Clock | 0.270 | 0.0357 | 0.534
Total | 0.285 | 0.306 | 1.59
[layout make-up]
| type | count | share of cell area (%) |
|---|---|---|
| Clock inverter | 1 | 3.877 |
| Tap cell | 48 | 7.754 |
| Clock buffer | 3 | 5.331 |
| Timing Repair Buffer | 16 | 20.68 |
| Sequential cell | 24 | 62.36 |
[per-stage QoR]
step                hold WS [ns]  instances  cell area [um2]
floorplan                 0.2277         24            480.5
CTS                       0.3282         92            768.2
finish                    0.3242         92            774.5
global placement          0.3107         88            700.7
global route              0.3320         92            774.5
detailed placement        0.3121         88            700.7
[routing by layer]
metal	vias to the layer above	GRT usage [%]	wire length, um
li1	111	-	-
met1	81	1.513	203
met3	2	1.336	137
met2	10	2.787	277
met4	0	1.384	31
met5	-	0	0
[timing repair]
item | in CTS | in global routing
hold buffers | 0 | 0
gates resized | 13 | 5
hold endpoints to repair | 0 | 0
setup endpoints to repair | 8 | 4
[cells in the final DEF, fill, tap and decap left out]
cell / count
bufinv_16: 1
clkdlybuf4s15_1: 8
dfxtp_2: 2
clkbuf_8: 3
dfxtp_1: 22
clkdlybuf4s50_1: 8
[cell families (layout without fill, tap and decap cells)]
| group | Yosys count | count (layout) |
|---|---|---|
| buffers and inverters | 0 | 20 |
| flip-flops | 24 | 24 |
Power figures rest on the tool's default switching activity, not on a simulated workload.

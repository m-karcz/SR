<file path="design/flow/config.mk">
export PLATFORM = sky130hd
export DESIGN_NAME = state_machine
export DESIGN_NICKNAME = state_machine
export VERILOG_FILES = /design/flow/design.v
export SDC_FILE = /design/flow/constraint.sdc
export NUM_CORES = 4
export LEC_CHECK = 1
export CORE_AREA = 10 10 70 70
export DIE_AREA = 0 0 80 80
</file>
<file path="design/flow/run.sh">
#!/bin/bash
# OpenROAD 26Q1-2900-gdf79404cd8, Yosys 0.63+post, stock flow scripts
make -C /OpenROAD-flow-scripts/flow DESIGN_CONFIG=/design/flow/config.mk WORK_HOME=/design/flow/orfs finish
</file>
<file path="design/flow/constraint.sdc">
current_design state_machine

set clk_period 3.5
set clk_io_pct 0.2

create_clock -name clk0 -period $clk_period [get_ports {clk}]

set non_clock_inputs [all_inputs -no_clocks]
set_input_delay [expr $clk_period * $clk_io_pct] -clock clk0 $non_clock_inputs
set_output_delay [expr $clk_period * $clk_io_pct] -clock clk0 [all_outputs]
</file>
<file path="design/flow/design.v">
`timescale 1ns / 1ps
module state_machine(
	input clk,
	input rst,
	input send,
	input [7:0]data,
	output txd
	);
	localparam WAIT_FOR_SEND=2'd0;
	localparam SET_START=2'd1;
	localparam SEND_DATA=2'd2;
	localparam END_TRANSMIT=2'd3;
	reg [1:0]state=WAIT_FOR_SEND;
	reg [7:0]data2send=8'hff;
	reg bit2send=1'b0;
	reg [2:0]index=3'd0;
	reg send_value=1'b0;
	assign txd = bit2send;
	always @(posedge clk)
	begin
	if(rst)
    	state<=WAIT_FOR_SEND;
	else
    	begin
        	case(state)
        	WAIT_FOR_SEND:
        	begin
            	bit2send<=1'b0;
            	if(send!=send_value)
            	begin
                	data2send<=data;
                	state<=SET_START;
            	end
        	end
        	SET_START:
        	begin
            	bit2send<=1'b1;
            	index<=3'd0;
            	state<=SEND_DATA;
        	end
        	SEND_DATA:
        	begin
            	bit2send<=data2send[index];
            	if(index==3'd7)
                	begin
                    	state<=END_TRANSMIT;
                    	index<=3'd0;
                	end
            	else
                	begin
                    	index<=index+1;
                	end
        	end
        	END_TRANSMIT:
        	begin
            	bit2send<=1'd0;
            	state<=WAIT_FOR_SEND;
        	end
        	endcase
        	send_value<=send;
    	end
	end
endmodule
</file>
==> flow_metrics.env <==
# source this file to load flow results
export IMPL_status="finished, final reports clean"
export IMPL_fp_util=0.192
export IMPL_grt_busiest_layer="met2"
export IMPL_syn_area_um2=657
export IMPL_warnings=26
export IMPL_fin_setup_tns_ns=0
export IMPL_power_frac_comb=0.313
export IMPL_htreeDepth=1
export IMPL_p_per_area_nw_per_um2=626
export IMPL_total_power_mw=0.531
export IMPL_p_sw_mw=0.144
export IMPL_enable_flop_cells=13
export IMPL_die_w_um=80
export IMPL_cp_slowest_cell="clkdlybuf4s50_1"
export IMPL_internal_power_mw=0.387
export IMPL_syn2layout_area_growth_pct=29.0
export IMPL_postSynthCellCount=41
export IMPL_cts_setup_buffers=0
export IMPL_hp_class="register to register"
export IMPL_overflow=0
export IMPL_grt_pass1_vias=386
export IMPL_async_flop_share=0
export IMPL_setup_viol=0
export IMPL_grt_util_all_layers=0.0329
export IMPL_finalHoldViolations=0
export IMPL_cts_tree="yes"
export IMPL_path_max_fanout=1
export IMPL_grt_max_degree=9
export IMPL_grt_pass1_wl_mm=1.70
export IMPL_routed_via_density=3.45
export IMPL_min_period_over_period=0.501
export IMPL_mi_logic_area_um2=200
export IMPL_clock_sinks=15
export IMPL_core_um2=3420
export IMPL_ys_seq_frac=0.655
export IMPL_fmax_ghz=0.570
export IMPL_peakVddDrop_mv=0.228
export IMPL_crit_required_ns=2.80
export IMPL_numSynthFlops=15
export IMPL_fillers=366
export IMPL_fin_skew_ns=0.00476
export IMPL_worstMarginPinSlew_ns=0.290
export IMPL_cts_root_buf="clkbuf_4"
export IMPL_antenna_found_initial=0
export IMPL_use_met2=0.0482
export IMPL_maxCapViolCount=0
export IMPL_die_y_um=80
export IMPL_pin_count=12
export IMPL_path_delay_family="buffers and inverters"
export IMPL_wl_mm=1.00
export IMPL_crit_type="register to output pin"
export IMPL_rows=21
export IMPL_final_layout_top_logic_cell="edfxtp_1"
export IMPL_clock_power_share=0.173
export IMPL_pwr_share_seq=0.514
export IMPL_critPathMaxStageDelay_ns=0.46
export IMPL_antenna_diode_count=0
export IMPL_switching_share=0.270
export IMPL_relSlewSlack=0.806
export IMPL_clk_path_buf_depth=2
export IMPL_hpwl_um=808
export IMPL_rsz0062_at_grt="false"
export IMPL_die_area_um2=6400
export IMPL_worstPathCellList="clkdlybuf4s50_1"
export IMPL_slew_viol_final=0
export IMPL_cts_resized=0
export IMPL_vias=352
export IMPL_drt_iter0_markers=9
export IMPL_ys_types=15
export IMPL_avgSynthCellArea_um2=16.0
export IMPL_worst_setup_path_start_kind="register"
export IMPL_min_period_ns=1.75
export IMPL_grt_util_met1=0.0405
export IMPL_drive_gt1_frac=0.125
export IMPL_seq_area_um2=430
export IMPL_clkLatencyLatePin_ns=0.27
export IMPL_ys_cells=41
export IMPL_gr_usage_met3=0.0170
export IMPL_numCtsBuffers=3
export IMPL_ys_warn_count=1
export IMPL_gp_congestion=0.706
export IMPL_clk_pin_slew_ns=0.08
export IMPL_avgRoutedWirePerCell_um=9.82
export IMPL_synthFlopType="edfxtp_1"
export IMPL_endpoint_kind="output pin"
export IMPL_placement_io_buffers=11
export IMPL_cp_data_arrival_time_ns=1.05
export IMPL_drt_pass1_iter_count=4
export IMPL_final_util=0.248
export IMPL_lay_top_cells="edfxtp_1, clkdlybuf4s50_1, mux2i_1"
export IMPL_cts_hold_buf=0
export IMPL_worst_hold_slack_ns=0.534
export IMPL_path_buffers=1
export IMPL_ant_nets=0
export IMPL_ys_area_um2=657
export IMPL_drc=0
export IMPL_p_leak_nw=0.311
sequential cells by signal, indices dropped and copies added (netlist names):
register,cells
state,2
data2send,8
send_value,1
index,3
bit2send,1
cell families after synthesis:
group                    count (synthesis)  synth area share
AND-OR/OR-AND                            2            0.0248
AND/OR/NAND/NOR                          7            0.0648
flip-flops                              15             0.655
adder cells (fa/ha/maj)                  4            0.0762
XOR/XNOR                                 1            0.0133
buffers and inverters                    5            0.0400
multiplexers                             7             0.126
cell usage after synthesis, types with 2 or more instances:
master / n / area (um2)
and2_1: 2 / 12.5
mux2i_1: 6 / 60.1
dfxtp_1: 2 / 40.0
ha_1: 4 / 50.1
nor2_1: 2 / 7.51
inv_1: 4 / 15.0
edfxtp_1: 13 / 390
per-layer routing:
| layer | vias to the layer above | part of all wire |
|---|---|---|
| met5 | - | 0 |
| met4 | 0 | 0.027 |
| met3 | 2 | 0.093 |
| met2 | 12 | 0.44 |
| met1 | 158 | 0.44 |
| li1 | 180 | - |
power by group through the flow:
stage         sequential (mW)  combinational, mW  clock [mW]
CTS                     0.274              0.168      0.0961
global route            0.281              0.190       0.105
finish                  0.273              0.166      0.0916
final timing paths:
path | from | end | slack (ns) | cells after the start
worst max-delay path | bit2send | txd | 1.75 | 1
worst max register to register | index[0] | state[0] | 1.87 | 5
worst min-delay path | state[0] | state[0] | 0.53 | 1
worst min register to register | state[0] | state[0] | 0.53 | 1
final cells by class:
| cell class | count | share of cell area |
|---|---|---|
| multi-input cells | 21 | 0.236 |
| flip-flops and latches | 15 | 0.508 |
| inverters | 4 | 0.0177 |
| repair buffers | 12 | 0.139 |
| well taps | 46 | 0.0679 |
| clock buffers | 4 | 0.0310 |
through the flow:
step | instances | cell area [um2] | setup slack, ns
final | 102 | 847 | 1.75
after global routing | 102 | 847 | 1.69
after CTS | 102 | 847 | 1.72
after detailed placement | 98 | 821 | 1.52
after global placement | 98 | 821 | 1.52
after floorplan | 41 | 657 | 1.61
Power and IR drop assume default switching activity.
